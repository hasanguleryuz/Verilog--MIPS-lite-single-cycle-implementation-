[run.sh]
#!/bin/bash
# OpenROAD 26Q1-2900-gdf79404cd8, Yosys 0.63+post, stock flow scripts
make -C /OpenROAD-flow-scripts/flow DESIGN_CONFIG=/design/flow/config.mk WORK_HOME=/design/flow/orfs finish
[config.mk]
export PLATFORM = sky130hd
export DESIGN_NAME = alu32
export DESIGN_NICKNAME = alu32
export VERILOG_FILES = /design/flow/design.v
export SDC_FILE = /design/flow/constraint.sdc
export NUM_CORES = 4
export LEC_CHECK = 1
export CORE_UTILIZATION = 50
[constraint.sdc]
current_design alu32

set clk_period 22.6
set clk_io_pct 0.2

create_clock -name clk0 -period $clk_period

set non_clock_inputs [all_inputs -no_clocks]
set_input_delay [expr $clk_period * $clk_io_pct] -clock clk0 $non_clock_inputs
set_output_delay [expr $clk_period * $clk_io_pct] -clock clk0 [all_outputs]
[design.v]
module alu32(sum,a,b,zout,gin); 
output [31:0] sum;
input [31:0] a,b; 
input [3:0] gin; 
reg [31:0] sum;
reg [31:0] less;
output zout;
reg zout;
always @(a or b or gin)
begin
	case(gin)
	4'b0000: sum=a+b; 		 
	4'b0010: sum=a+1+(~b);		 
	4'b0001: begin less=a+1+(~b);	 
			if (less[31]) sum=1;	
			else sum=0;
		  end
	4'b1000: sum=a & b;		 
	4'b0100: sum=a|b;		 
	4'b1001: sum=~(a|b);     	 
	4'b1010: begin 			 
			if(a!=b) sum=0;
			else sum=1;
		 end
	4'b1011: begin 			 
			if(a>=0) sum=0;
			else sum=1;
		 end
	4'b1100: begin			 
			if(a>0) sum=0;
			else sum=1;
		 end
        4'b1101: begin			 
			if(a<=0) sum=0;
			else sum=1;
		 end
	4'b1110: begin 			 
			if(a<0) sum=0;
			else sum=1;
		 end
	default: sum=31'bx;	
	endcase
zout=~(|sum);
end
endmodule
==> metrics.yaml <==
timing:
  fin_tns_setup_ns: 0
  fmax_mhz: 70.5
  tightest_slew_ns: 0.863
  hold_viol: 0
  timing.slew.headroom: 0.424
  drv_slew: 0
  finalCritPeriodShare: 0.628
  rsz0062_at_grt: "no"
  period_minus_slack_ns: 14.19
  setup_viol_count_final: 0
critical_path:
  critical_path_buf_inv_count: 3
  cpMostUsedCell: "clkdlybuf4s50_1"
  startpoint_type: "primary input"
  critPathArrivalTime_ns: 9.67
  cp.required_ns: 18.08
  critical_path_class: "primary input to primary output"
  cpLargestDelayFamily: "simple AND/OR/NAND/NOR gates"
  slowest_delay_ns: 0.60
  crit_path_max_fanout: 13
  worstPathCellList: "clkdlybuf4s50_1 > inv_1 > ha_1 > and3_1 > a221oi_4 > or3b_2 > a31oi_1 > xnor2_1 > o21ai_1 > nor4_1 > or4b_4 > nor4_2 > nor4b_2 > and4b_1 > clkdlybuf4s50_1"
  slowest_stage: "clkdlybuf4s50_1"
  end_kind: "primary output"
clock_tree:
  ctsHoldBuffers: 0
  postCtsSetupBuffers: 0
  ctsResizeCount: 0
pwr:
  clockPowerShare: 0
  internal_power_mw: 0.0725
  ir_drop_mv: 0.0202
  p_sw_frac: 0.588
  pwr-share-comb: 1.000
  switching_power_mw: 0.103
  power_leakage_nw: 3.08
  p_seq_frac: 0
  power_density_nw_per_um2: 25.3
place:
  port_buffers: 101
  place_congestion: 1.03
  hpwl_microns: 18400
  place_area_sq_um: 6940
synth:
  synth_area_per_cell_sq_um: 6.73
  synth_cell_type_count: 80
  ys_top_cells_by_count: "ha_1, inv_1, a21oi_1"
  ys_seq_share: 0
  largest_area_cell: "ha_1"
  synth_area_sq_um: 5950
  area_leaders: "ha_1, a21oi_1, mux2i_1"
  ys_area_sq_um: 5950
  top_cell: "ha_1"
  yosys_cells: 885
  netlist_instances: 885
  top_area_frac: 0.216
  ys_warn_count: 1
grt:
  use_met2: 0.582
  grt_max_degree: 43
  antenna_found_initial: 1
  grtUsageMet3: 0.0513
  grt_pass1_vias: 6476
  use_met1: 0.551
  grt_pass1_wl_microns: 36400
  track_usage: 0.378
  overflow: 0
  grt-busiest-layer: "met2"
floorplanning:
  dieWidth_microns: 111
  io_pins: 101
  fp-row-count: 39
  dieArea_sq_um: 12300
  die_h_microns: 111
  fp_util: 0.517
  coreArea_sq_um: 11500
routing:
  wl_per_cell_microns: 21.4
  vias_per_cell: 6.64
  drc_errors: 0
  drt-total-wl_microns: 23200
  antenna_cells: 0
  dr.pass1.iters: 22
  vias: 7189
  drt-initial-drc-count: 810
  ant_nets: 0
finish:
  combGateArea_sq_um: 5340
  nFillCells: 1101
  area_delta_synth_final_pct: 16.5
  seq_cells: 0
  drive_gt1_frac: 0.0330
  flop_area_sq_um: 0
  fin_area_sq_um: 6940
  n_clock_buffer: 0
run:
  tool_warnings: 104
  cap_violations: 0
status:
  status: "complete, no violations"
worst_hold_path:
  hold_path.class: "primary input to primary output"
path summary, 6_finish.rpt:
path | endpoint | cells after the start | slack [ns] | start
worst max-delay path | zout | 15 | 8.41 | a[5]
worst min-delay path | sum[3] | 7 | 10.33 | b[3]
stage by stage:
step | hold slack, ns | power (mW) | std cells | util | worst slack (ns)
finish | 10.33 | 0.176 | 1082 | 0.602 | 8.41
detailed placement | 10.32 | 0.170 | 1082 | 0.602 | 8.49
global route | 10.42 | 0.189 | 1082 | 0.602 | 8.25
CTS | 10.33 | 0.171 | 1082 | 0.602 | 8.50
floorplan | 9.19 | 0.111 | 885 | - | 10.57
global placement | 10.31 | 0.170 | 1082 | 0.602 | 8.62
cells in the final DEF (no fill, tap or decap), drive strengths merged, types with 4 or more instances in the layout:
master | synthesis | layout
a21o | 12 | 12
inv | 95 | 95
or4 | 4 | 4
and3 | 4 | 4
nor4 | 27 | 27
ha | 103 | 103
a21oi | 77 | 77
a221oi | 4 | 4
o21bai | 8 | 8
nand2b | 10 | 10
nand3 | 21 | 21
a211oi | 12 | 12
o22ai | 25 | 25
nor3 | 29 | 29
buf | 33 | 9
o311ai | 4 | 4
o21ai | 52 | 52
or3 | 5 | 5
nand2 | 57 | 57
nor2 | 71 | 71
xor2 | 5 | 5
o211ai | 9 | 9
o31ai | 13 | 13
o22a | 9 | 9
o221ai | 6 | 6
o21a | 10 | 10
clkdlybuf4s50 | 0 | 100
nor2b | 10 | 10
mux2i | 37 | 37
a211o | 4 | 4
xnor2 | 29 | 29
nand4 | 13 | 13
a31oi | 8 | 8
tightest hold or removal path, cell delays in order:
cell	delay, ns
clkdlybuf4s50_1	0.42
inv_1	0.08
ha_1	0.17
o22ai_1	0.09
nand2_1	0.06
o21ai_1	0.07
clkdlybuf4s50_1	0.40
power groups by stage:
stage	Sequential [mW]	Clock, mW	Combinational, mW
after CTS	0	0	0.171
after global routing	0	0	0.189
final	0	0	0.176
layer usage:
metal,vias up,routed length (microns),share of wire
li1,3352,-,-
met1,3303,9850,0.42
met2,458,9830,0.42
met3,74,2670,0.12
met4,2,813,0.035
met5,-,12,0.00052
final cells by class:
cell class,count,area share
Timing Repair Buffer,109,0.154
Tap cell,143,0.0258
Multi-Input combinational cell,735,0.769
Inverter,95,0.0514
kinds of logic (layout without fill, tap and decap cells):
| logic type | count (synthesis) | after routing | share of synthesized area |
|---|---|---|---|
| AND-OR/OR-AND | 291 | 291 | 0.328 |
| AND/OR/NAND/NOR | 267 | 267 | 0.230 |
| buffers and inverters | 150 | 204 | 0.104 |
| adder cells (fa/ha/maj) | 105 | 105 | 0.223 |
| multiplexers | 38 | 38 | 0.0647 |
| XOR/XNOR | 34 | 34 | 0.0500 |
No activity file was given, so power comes from the tool's default toggle rates.
